`./config.mk`:
```
export PLATFORM = sky130hd
export DESIGN_NAME = NumDrawer
export DESIGN_NICKNAME = NumDrawer
export VERILOG_FILES = /design/flow/design.v
export SDC_FILE = /design/flow/constraint.sdc
export NUM_CORES = 4
export LEC_CHECK = 1
export CORE_AREA = 10 10 108 108
export DIE_AREA = 0 0 118 118
```
`./run.sh`:
```
#!/bin/bash
# OpenROAD 26Q1-2900-gdf79404cd8, Yosys 0.63+post, stock flow scripts
make -C /OpenROAD-flow-scripts/flow DESIGN_CONFIG=/design/flow/config.mk WORK_HOME=/design/flow/orfs finish
```
`./design.v`:
```
`timescale 1ns / 1ps
module NumDrawer(big_bin, hcounterer, vcounterer, clk, blank, isContained);
    input [15:0] big_bin;
	 input [10:0] hcounterer;
	 input [9:0] vcounterer;
	 input clk;
	 input blank;
    output reg [3:0] isContained;
	 reg [3:0] small_bin;
	 reg [1:0] digit;
	 reg [10:0] spacing;
	 parameter top = 340;
	 reg CathodeC;
	 reg CathodeB;
	 reg CathodeE;
	 reg CathodeF;
	 reg CathodeA;
	 reg CathodeG;
	 reg CathodeD;
	 initial begin
		 digit = 0;
		 isContained = 0;
		 spacing = 0;
		 CathodeC = 0;
		 CathodeB = 0;
		 CathodeE = 0;
		 CathodeF = 0;
		 CathodeA = 0;
		 CathodeG = 0;
		 CathodeD = 0;
	 end
	 always @(posedge clk) begin    
			spacing = 420;
			small_bin = big_bin[3:0];
			CathodeB = ~blank & ((spacing+45 <= hcounterer) &  (hcounterer <= (spacing+60)) & ((top-97) >= vcounterer) & (vcounterer >= (top-200)) );
			CathodeC = ~blank & ((spacing+45 <= hcounterer) &  (hcounterer <= (spacing+60)) & (top >= vcounterer) & (vcounterer >= (top-93)) );
			CathodeF = ~blank & ((spacing <= hcounterer) &  (hcounterer <= (spacing+15)) & ((top-97) >= vcounterer) & (vcounterer >= (top-200)) );
			CathodeE = ~blank & ((spacing <= hcounterer) &  (hcounterer <= (spacing+15)) & (top >= vcounterer) & (vcounterer >= (top-93)) );
			CathodeA = ~blank & (((spacing+17) <= hcounterer) &  (hcounterer <= (spacing+43)) & ((top-160) >= vcounterer) & (vcounterer >= (top-200)) );		
			CathodeD = ~blank & (((spacing+17) <= hcounterer) &  (hcounterer <= (spacing+43)) & (top >= vcounterer) & (vcounterer >= (top-40)) );
			CathodeG = ~blank & (((spacing+17) <= hcounterer) &  (hcounterer <= (spacing+43)) & ((top-85) >= vcounterer) & (vcounterer >= (top-115)) );		
		  case (small_bin)    
				0: isContained[0] = (CathodeA | CathodeB | CathodeC | CathodeD | CathodeE | CathodeF);
				1: isContained[0] = (CathodeB | CathodeC);
				2: isContained[0] = (CathodeA | CathodeB | CathodeG | CathodeE | CathodeD); 
				3: isContained[0] = (CathodeA | CathodeB | CathodeG | CathodeC | CathodeD); 
				4: isContained[0] = (CathodeB | CathodeC | CathodeF | CathodeG); 
				5: isContained[0] = (CathodeA | CathodeF | CathodeG | CathodeC | CathodeD); 
				6: isContained[0] = (CathodeA | CathodeF | CathodeG | CathodeC | CathodeD | CathodeE); 
				7: isContained[0] = (CathodeA | CathodeB | CathodeC); 
				8: isContained[0] = (CathodeA | CathodeB | CathodeC | CathodeD | CathodeE | CathodeF | CathodeG); 
				9: isContained[0] = (CathodeA | CathodeF | CathodeG | CathodeB | CathodeC); 
				default: isContained[0] = 0;
		  endcase 
			spacing = 330;
			small_bin = big_bin[7:4];
			CathodeB = ~blank & ((spacing+45 <= hcounterer) &  (hcounterer <= (spacing+60)) & ((top-97) >= vcounterer) & (vcounterer >= (top-200)) );
			CathodeC = ~blank & ((spacing+45 <= hcounterer) &  (hcounterer <= (spacing+60)) & (top >= vcounterer) & (vcounterer >= (top-93)) );
			CathodeF = ~blank & ((spacing <= hcounterer) &  (hcounterer <= (spacing+15)) & ((top-97) >= vcounterer) & (vcounterer >= (top-200)) );
			CathodeE = ~blank & ((spacing <= hcounterer) &  (hcounterer <= (spacing+15)) & (top >= vcounterer) & (vcounterer >= (top-93)) );
			CathodeA = ~blank & (((spacing+17) <= hcounterer) &  (hcounterer <= (spacing+43)) & ((top-160) >= vcounterer) & (vcounterer >= (top-200)) );		
			CathodeD = ~blank & (((spacing+17) <= hcounterer) &  (hcounterer <= (spacing+43)) & (top >= vcounterer) & (vcounterer >= (top-40)) );
			CathodeG = ~blank & (((spacing+17) <= hcounterer) &  (hcounterer <= (spacing+43)) & ((top-85) >= vcounterer) & (vcounterer >= (top-115)) );	
		  case (small_bin)    
				0: isContained[1] = (CathodeA | CathodeB | CathodeC | CathodeD | CathodeE | CathodeF);
				1: isContained[1] = (CathodeB | CathodeC);
				2: isContained[1] = (CathodeA | CathodeB | CathodeG | CathodeE | CathodeD); 
				3: isContained[1] = (CathodeA | CathodeB | CathodeG | CathodeC | CathodeD); 
				4: isContained[1] = (CathodeB | CathodeC | CathodeF | CathodeG); 
				5: isContained[1] = (CathodeA | CathodeF | CathodeG | CathodeC | CathodeD); 
				6: isContained[1] = (CathodeA | CathodeF | CathodeG | CathodeC | CathodeD | CathodeE); 
				7: isContained[1] = (CathodeA | CathodeB | CathodeC); 
				8: isContained[1] = (CathodeA | CathodeB | CathodeC | CathodeD | CathodeE | CathodeF | CathodeG); 
				9: isContained[1] = (CathodeA | CathodeF | CathodeG | CathodeB | CathodeC); 
				default: isContained[1] = 0;
		  endcase 
			spacing = 210;
			small_bin = big_bin[11:8];
			CathodeB = ~blank & ((spacing+45 <= hcounterer) &  (hcounterer <= (spacing+60)) & ((top-97) >= vcounterer) & (vcounterer >= (top-200)) );
			CathodeC = ~blank & ((spacing+45 <= hcounterer) &  (hcounterer <= (spacing+60)) & (top >= vcounterer) & (vcounterer >= (top-93)) );
			CathodeF = ~blank & ((spacing <= hcounterer) &  (hcounterer <= (spacing+15)) & ((top-97) >= vcounterer) & (vcounterer >= (top-200)) );
			CathodeE = ~blank & ((spacing <= hcounterer) &  (hcounterer <= (spacing+15)) & (top >= vcounterer) & (vcounterer >= (top-93)) );
			CathodeA = ~blank & (((spacing+17) <= hcounterer) &  (hcounterer <= (spacing+43)) & ((top-160) >= vcounterer) & (vcounterer >= (top-200)) );		
			CathodeD = ~blank & (((spacing+17) <= hcounterer) &  (hcounterer <= (spacing+43)) & (top >= vcounterer) & (vcounterer >= (top-40)) );
			CathodeG = ~blank & (((spacing+17) <= hcounterer) &  (hcounterer <= (spacing+43)) & ((top-85) >= vcounterer) & (vcounterer >= (top-115)) );			
		  case (small_bin)    
				0: isContained[2] = (CathodeA | CathodeB | CathodeC | CathodeD | CathodeE | CathodeF);
				1: isContained[2] = (CathodeB | CathodeC);
				2: isContained[2] = (CathodeA | CathodeB | CathodeG | CathodeE | CathodeD); 
				3: isContained[2] = (CathodeA | CathodeB | CathodeG | CathodeC | CathodeD); 
				4: isContained[2] = (CathodeB | CathodeC | CathodeF | CathodeG); 
				5: isContained[2] = (CathodeA | CathodeF | CathodeG | CathodeC | CathodeD); 
				6: isContained[2] = (CathodeA | CathodeF | CathodeG | CathodeC | CathodeD | CathodeE); 
				7: isContained[2] = (CathodeA | CathodeB | CathodeC); 
				8: isContained[2] = (CathodeA | CathodeB | CathodeC | CathodeD | CathodeE | CathodeF | CathodeG); 
				9: isContained[2] = (CathodeA | CathodeF | CathodeG | CathodeB | CathodeC); 
				default: isContained[2] = 0;
		  endcase 
			spacing = 120;
			small_bin = big_bin[15:12];
			CathodeB = ~blank & ((spacing+45 <= hcounterer) &  (hcounterer <= (spacing+60)) & ((top-97) >= vcounterer) & (vcounterer >= (top-200)) );
			CathodeC = ~blank & ((spacing+45 <= hcounterer) &  (hcounterer <= (spacing+60)) & (top >= vcounterer) & (vcounterer >= (top-93)) );
			CathodeF = ~blank & ((spacing <= hcounterer) &  (hcounterer <= (spacing+15)) & ((top-97) >= vcounterer) & (vcounterer >= (top-200)) );
			CathodeE = ~blank & ((spacing <= hcounterer) &  (hcounterer <= (spacing+15)) & (top >= vcounterer) & (vcounterer >= (top-93)) );
			CathodeA = ~blank & (((spacing+17) <= hcounterer) &  (hcounterer <= (spacing+43)) & ((top-160) >= vcounterer) & (vcounterer >= (top-200)) );		
			CathodeD = ~blank & (((spacing+17) <= hcounterer) &  (hcounterer <= (spacing+43)) & (top >= vcounterer) & (vcounterer >= (top-40)) );
			CathodeG = ~blank & (((spacing+17) <= hcounterer) &  (hcounterer <= (spacing+43)) & ((top-85) >= vcounterer) & (vcounterer >= (top-115)) );	
		  case (small_bin)    
				0: isContained[3] = (CathodeA | CathodeB | CathodeC | CathodeD | CathodeE | CathodeF);
				1: isContained[3] = (CathodeB | CathodeC);
				2: isContained[3] = (CathodeA | CathodeB | CathodeG | CathodeE | CathodeD); 
				3: isContained[3] = (CathodeA | CathodeB | CathodeG | CathodeC | CathodeD); 
				4: isContained[3] = (CathodeB | CathodeC | CathodeF | CathodeG); 
				5: isContained[3] = (CathodeA | CathodeF | CathodeG | CathodeC | CathodeD); 
				6: isContained[3] = (CathodeA | CathodeF | CathodeG | CathodeC | CathodeD | CathodeE); 
				7: isContained[3] = (CathodeA | CathodeB | CathodeC); 
				8: isContained[3] = (CathodeA | CathodeB | CathodeC | CathodeD | CathodeE | CathodeF | CathodeG); 
				9: isContained[3] = (CathodeA | CathodeF | CathodeG | CathodeB | CathodeC); 
				default: isContained[3] = 0;
		  endcase 
    end
endmodule
```
`./constraint.sdc`:
```
current_design NumDrawer

set clk_period 5.1
set clk_io_pct 0.2

create_clock -name clk0 -period $clk_period [get_ports {clk}]

set non_clock_inputs [all_inputs -no_clocks]
set_input_delay [expr $clk_period * $clk_io_pct] -clock clk0 $non_clock_inputs
set_output_delay [expr $clk_period * $clk_io_pct] -clock clk0 [all_outputs]
```
==> flow_metrics.env <==
# implementation run metrics
export IMPL_peakVddDrop_mv=0.0442
export IMPL_antenna_found_initial=0
export IMPL_h_tree_depth=1
export IMPL_min_period_ns=3.67
export IMPL_largest_register_ffs=4
export IMPL_clock_sinks=4
export IMPL_period_used_pct=72.0
export IMPL_hpwl_mm=4.77
export IMPL_totalWireLength_mm=5.97
export IMPL_fin_setup_tns_ns=0
export IMPL_antenna_cells=0
export IMPL_dieArea_um2=13900
export IMPL_ys_seq_share_pct=4.86
export IMPL_cts_repair_resized=0
export IMPL_fin_area_um2=2220
export IMPL_ys_seq_elements=4
export IMPL_most_common_layout_cells="clkdlybuf4s50_1 (42), nor2_1 (30), nand2_1 (22)"
export IMPL_critPathSlowestCell="o311ai_0"
export IMPL_p_per_area_nw_per_um2=97.6
export IMPL_cts_buffers=3
export IMPL_grt_ovfl_total=0
export IMPL_path_class="in -> reg"
export IMPL_clk_pin_slew_worst_paths_ns=0.04
export IMPL_worstPathArrival_ns=3.77
export IMPL_cts_root_buf="clkbuf_8"
export IMPL_area_delta_synth_final_pct=34.6
export IMPL_cap_viol_max_count=0
export IMPL_num_rows=35
export IMPL_core_area_um2=9280
export IMPL_drt_initial_drc_count=184
export IMPL_grt_usage_pct=8.15
export IMPL_die_w_um=118
export IMPL_cp_end_kind="flip-flop"
export IMPL_yosysWarnings=1
export IMPL_drc=0
export IMPL_cts_setup_buffers=0
export IMPL_finalMaxSlewViolations=0
export IMPL_syn_inst=264
export IMPL_synth_cell_types=67
export IMPL_outcome="complete, no violations"
export IMPL_cp_max_fo=13
export IMPL_setup_viol=0
export IMPL_hold_class="in -> reg"
export IMPL_fmax_mhz=272
export IMPL_drive_gt1_share_pct=4.75
export IMPL_first_global_vias=1947
export IMPL_whs_ns=1.52
export IMPL_placed_area_um2=2180
export IMPL_holdBufCountCts=0
export IMPL_place_congestion=0.930
export IMPL_final_hold_violation_count=0
export IMPL_ant_nets=0
export IMPL_port_buffers=42
export IMPL_die_h_um=118
export IMPL_hp_start="big_bin[2]"
export IMPL_fp_util_pct=17.8
export IMPL_synthFlopType="dfxtp_1"
export IMPL_drtPass1Iterations=6
export IMPL_viasPerCell=5.19
export IMPL_synthArstFlopShare_pct=0
export IMPL_cts_path_max_buffers=2
export IMPL_io_pins=43
export IMPL_hold_depth=3
export IMPL_slowest_delay_ns=0.73
export IMPL_rsz0062_at_grt="false"
export IMPL_fin_ws_ns=1.43
export IMPL_syn_avg_cell_area_um2=6.25
export IMPL_cp_required_ns=5.20
export IMPL_p_leak_uw=0.000702
export IMPL_ys_area_um2=1650
export IMPL_grt_pass1_wl_mm=9.92
export IMPL_crit_path_start_kind="input port"
export IMPL_hold_end="isContained[0]"
export IMPL_enable_flop_cells=0
export IMPL_ys_cells=264
export IMPL_vias=2202
export IMPL_warnings=25
export IMPL_relSlewSlack_pct=43.1
export IMPL_final_common_cell="clkdlybuf4s50_1"
export IMPL_preCtsSetupSlack_ns=1.20
export IMPL_syn_area_um2=1650
export IMPL_path_cells="clkdlybuf4s50_1 -> nor3b_2 -> nand3b_1 -> o311ai_0 -> nand2_1 -> a2bb2oi_1 -> o2bb2ai_1 -> a32oi_1 -> nand3_1"
export IMPL_grt_max_degree=21
export IMPL_wire_per_inst_um=14.1
export IMPL_worst_slew_pin_slew_ns=0.843
export IMPL_cts_tree="built"
export IMPL_fin_util_pct=23.9
layer usage:
layer	vias up	GRT usage, %	share of wire (%)
met2	98	12.0	44
met5	-	0	0
li1	1103	-	-
met3	4	1.60	7.2
met1	997	12.3	49
met4	0	0.696	0.40
synth_stat cells (4+ instances only):
cell type | instances | share of area [%]
a31oi_1 | 4 | 1.5
o22ai_1 | 5 | 1.9
o311ai_0 | 4 | 2.1
nor2b_1 | 8 | 3.0
nand2_1 | 22 | 5.0
nor3_1 | 10 | 3.0
o21ai_0 | 18 | 5.5
nand3_1 | 7 | 2.1
nand2b_1 | 5 | 1.9
o21a_1 | 5 | 2.3
inv_1 | 12 | 2.7
nor2_1 | 30 | 6.8
clkbuf_1 | 11 | 2.5
o31ai_1 | 7 | 3.2
a21oi_1 | 20 | 6.1
and3_1 | 5 | 1.9
nand4_1 | 6 | 2.3
dfxtp_1 | 4 | 4.9
o211ai_1 | 8 | 3.6
where the power goes:
| part | total [uW] | switching [uW] | leakage (uW) | internal (uW) |
|---|---|---|---|---|
| Combinational | 115 | 61.8 | 0.000648 | 53.3 |
| Clock | 67.8 | 17.4 | 0.0000216 | 50.4 |
| Sequential | 33.7 | 0.443 | 0.0000330 | 33.2 |
kinds of logic after synthesis:
| logic type | after synthesis | synth area share, % |
|---|---|---|
| mux | 1 | 0.607 |
| buf+inv | 27 | 6.37 |
| xor+xnor | 1 | 0.531 |
| flops | 4 | 4.86 |
| simple gates | 122 | 41.6 |
| compound gates | 109 | 46.1 |
worst max path at each step:
| stage | depth (start not counted) | start | to | slack, ns |
|---|---|---|---|---|
| 5_1_grt | 9 | hcounterer[2] | isContained[0] | 0.98 |
| 6_report | 9 | hcounterer[2] | isContained[0] | 1.43 |
| 4_1_cts | 9 | hcounterer[2] | isContained[0] | 1.43 |
worst max-delay path: cells and delay by family:
kind / cells / cell delay [ns]
AND-OR/OR-AND: 4 / 1.35
AND/OR/NAND/NOR: 4 / 0.76
buffers and inverters: 1 / 0.63
cell type report:
| type | count | area (um2) |
|---|---|---|
| Clock buffer | 3 | 41.3 |
| Fill cell | 1042 | 7060 |
| Sequential cell | 4 | 80.1 |
| Timing Repair Buffer | 43 | 428 |
| Multi-Input combinational cell | 233 | 1460 |
| Tap cell | 129 | 161 |
| Inverter | 12 | 45.0 |
through the flow:
stage / cells / total power (uW)
5_1_grt: 424 / 233
4_1_cts: 424 / 218
2_1_floorplan: 264 / 91.9
3_3_place_gp: 421 / 147
3_5_place_dp: 421 / 148
6_report: 424 / 217
Power figures rest on the tool's default switching activity, not on a simulated workload.
