==> /design/flow/design.v <==
`timescale 1ns / 1ps
module SevenSeg_Display_Out(input [15:0] big_bin, input clk, output [6:0] seven, output [3:0] AN);
	wire [3:0] small_bin;
	seven_alternate Selector(.big_bin(big_bin), .small_bin(small_bin), .AN(AN), .seven(seven), .clk(clk));
	binary_to_DEC_segment BCDConvert(.bin(small_bin), .seven(seven));
endmodule
module binary_to_DEC_segment(bin,seven);	
input [3:0] bin;
output reg [6:0] seven;  
initial	 
	seven=0;
always @ (*)
	case(bin)	
		0:	seven = 7'b0000001;
		1:	seven = 7'b1001111;
		2: seven = 7'b0010010;
		3: seven = 7'b0000110;
		4: seven = 7'b1001100;
		5: seven = 7'b0100100;
		6: seven = 7'b0100000;
		7: seven = 7'b0001111;
		8: seven = 7'b0000000;
		9: seven = 7'b0000100;
		default: seven = 7'b1111111;  
	endcase
endmodule	
module seven_alternate (big_bin, small_bin, AN, seven, clk);   
    input [15:0] big_bin;         
    output reg [3:0] small_bin;  
    output reg [3:0] AN;	  
	 output [6:0] seven;
    input clk;                   
    reg [1:0] count;             
	 reg clk_1kHz;
	 reg  [17:0] clkCount;
    initial begin  
        AN = 0;
        small_bin = 0;  
        count= 0;
		  clk_1kHz = 0;
		  clkCount = 17'b0;
    end 
    always @ (posedge clk) begin    
        count= count+ 1'b1;
        case (count)    
            0: 
				begin
                AN = 4'b1110;
                small_bin = big_bin[3:0];
            end 
            1: 
				begin
                AN = 4'b1101;
                small_bin = big_bin[7:4];
            end 
            2: 
				begin
               AN = 4'b1011;  
               small_bin = big_bin[11:8];
				end
            3: 
				begin
               AN = 4'b0111;  
               small_bin = big_bin[15:12];
				end
            default: 
				begin
               AN = 4'b1111; 
               small_bin = big_bin[3:0];
				end
        endcase 
    end
endmodule   
==> /design/flow/run.sh <==
#!/bin/bash
# OpenROAD 26Q1-2900-gdf79404cd8, Yosys 0.63+post, stock flow scripts
make -C /OpenROAD-flow-scripts/flow DESIGN_CONFIG=/design/flow/config.mk WORK_HOME=/design/flow/orfs finish
==> /design/flow/config.mk <==
export PLATFORM = sky130hd
export DESIGN_NAME = SevenSeg_Display_Out
export DESIGN_NICKNAME = SevenSeg_Display_Out
export VERILOG_FILES = /design/flow/design.v
export SDC_FILE = /design/flow/constraint.sdc
export NUM_CORES = 4
export LEC_CHECK = 1
export CORE_AREA = 10 10 76 76
export DIE_AREA = 0 0 86 86
==> /design/flow/constraint.sdc <==
current_design SevenSeg_Display_Out

set clk_period 1.4
set clk_io_pct 0.2

create_clock -name clk0 -period $clk_period [get_ports {clk}]

set non_clock_inputs [all_inputs -no_clocks]
set_input_delay [expr $clk_period * $clk_io_pct] -clock clk0 $non_clock_inputs
set_output_delay [expr $clk_period * $clk_io_pct] -clock clk0 [all_outputs]
==> results_dict.tcl <==
# yosys + openroad results
set metrics [dict create \
    io_pins 28 \
    p_sw_w 0.000154 \
    track_usage 0.0463 \
    path_cells "inv_2 -> ha_4 -> or2_1 -> a21oi_2 -> a21oi_1 -> buf_2" \
    final_util 0.257 \
    status "finished with violations" \
    violations "negative setup slack" \
    clkPwrFrac 0.376 \
    chip_area_mm2 0.00740 \
    synth-seq-cells 10 \
    rr_worst_depth 4 \
    yosysWarnings 2 \
    die_h_um 86 \
    hold_depth 1 \
    final_cell_mix "20 x clkdlybuf4s50_1, 10 x nor2_1, 8 x a21oi_1" \
    netlist_area_um2 566 \
    comb_power_share 0.208 \
    p_int_w 0.000578 \
    synth_cells 64 \
    cts_buffer_depth 2 \
    hold_viol 0 \
    finalMaxSlewViolations 0 \
    path_class "reg -> out" \
    power_density_mw_per_mm2 692 \
    gr-total-overflow 0 \
    finalClockSkew_ps 0.136 \
    rsz0062_at_grt "yes" \
    via_per_inst 3.74 \
    hold_end "Selector.count[0]" \
    fp-utilization 0.137 \
    timing.fmax_ghz 0.644 \
    min-delay-start "Selector.count[0]" \
    final-setup-viol-count 7 \
    num_antenna_cells 0 \
    warning_count 34 \
    grt_pass1_vias 637 \
    place_hpwl_um 1350 \
    critPathLaunchType "flip-flop" \
    cp_slowest_stage_delay_ps 320 \
    ys_cells 64 \
    holdWs_ps 465 \
    r2r_start "Selector.count[0]" \
    peakVddDrop_mv 0.431 \
    root_buffer "clkbuf_8" \
    lay_top_count "clkdlybuf4s50_1" \
    grt_max_degree 11 \
    cts_htree_levels 1 \
    post_drt_wl_per_cell_um 11.0 \
    ant_nets 0 \
    gp_congestion 0.755 \
    pwr-share-seq 0.415 \
    io_buffers 27 \
    tns_ps -717 \
    worstPathMaxFanout 2 \
    max-cap-violations 0 \
    syn_to_final_growth_pct 87.2 \
    cts_buffers 3 \
    min_path_type "reg -> reg" \
    swShare 0.210 \
    cp_slowest_cell "dfxtp_2" \
    grt_pass1_wl_um 2880 \
    drt_iter0_markers 20 \
    cts.sinks 10 \
    crit_arrival_ps 1270 \
    vias 565 \
    setup_ws_ps -152 \
    r2r_end "Selector.small_bin[1]" \
    drt-total-wl_um 1650 \
    post-route-period-util 1.11 \
    drt_first_pass_iters 4 \
    cts_tree "done" \
    slew_headroom 0.787 \
    ys_seq_frac 0.354 \
    rrSetupSlack_ps 120 \
    ys_types 16 \
    syn_avg_cell_area_um2 8.84 \
    coreArea_mm2 0.00412 \
    drc 0 \
    antenna_found_initial 0 \
    insertion_delay_ps 220 \
    die_w_um 86 \
    yosys_area_um2 566 \
    tightest_slew_ps 320 \
    p_leak_nw 0.412 \
    num_rows 23 \
    end_kind "output pin" \
    cp.required_ps 1120 \
    drive_gt1_frac 0.386 \
    min_period_ps 1550 \
    clk_pin_slew_worst_paths_ps 40 \
]
[how the worst max path moves through the flow]
stage                     start        to
6_report  Selector.small_bin[1]  seven[3]
5_1_grt   Selector.small_bin[1]  seven[3]
4_1_cts   Selector.small_bin[1]  seven[6]
[power groups by stage]
| stage | logic (W) | registers, W | clock network, W |
|---|---|---|---|
| 4_1_cts | 0.000146 | 0.000304 | 0.000283 |
| 5_1_grt | 0.000169 | 0.000305 | 0.000304 |
| 6_report | 0.000153 | 0.000304 | 0.000276 |
[registers in the layout, summed over array words and instances (netlist names)]
register / cells
Selector.AN: 4
Selector.small_bin: 4
Selector.count: 2
[critical path, delay by kind of cell, from the launching register on]
| kind | cells | cell delay [ps] |
|---|---|---|
| flops | 1 | 320 |
| compound gates | 2 | 220 |
| simple gates | 1 | 210 |
| fa+ha+maj | 1 | 140 |
| buf+inv | 2 | 160 |
[layer usage]
metal  vias up  track usage  routed length [um]
met5         -            0                   0
met4         0      0.00749                  12
met3         2       0.0219                 153
met2        19       0.0771                 783
met1       251       0.0534                 705
li1        293            -                   -
[synth_stat cells]
cell        n  area, um2
nor2_2      1       6.26
a21oi_2     1       8.76
a21oi_1    10       50.1
nand2b_1    4       25.0
or2_1       1       6.26
a31oi_1     1       6.26
buf_6       1       11.3
a222oi_1    4       40.0
nor2_1     11       41.3
inv_1       7       26.3
clkinv_1    1       3.75
nor2b_2     1       8.76
dfxtp_1    10        200
inv_2       1       3.75
ha_1        9        113
a2bb2oi_2   1       15.0
[per-stage QoR]
step / power [W] / area, um2 / setup WS (ps) / instances
CTS: 0.000734 / 1030 / -176 / 151
global route: 0.000779 / 1060 / -211 / 151
finish: 0.000732 / 1060 / -152 / 151
detailed placement: 0.000452 / 932 / -352 / 146
floorplan: 0.000350 / 566 / 84.2 / 64
global placement: 0.000450 / 932 / -328 / 146
[what timing repair did]
item / 4_1_cts / 5_1_grt
hold buffers: 0 / 0
gates cloned: 0 / 0
endpoints found under the setup margin: 7 / 9
pin swaps: 8 / 5
setup buffers: 2 / 0
resized: 38 / 7
[cell families after synthesis]
family | share of synthesized area
AND-OR/OR-AND | 0.212
adder cells (fa/ha/maj) | 0.199
buffers and inverters | 0.0796
flip-flops | 0.354
AND/OR/NAND/NOR | 0.155
[final cells by class]
class                   instances  area [um2]
fillers                       426        3060
well taps                      50        62.6
flip-flops and latches         10         210
repair buffers                 35         303
inverters                       9        33.8
multi-input cells              44         408
clock buffers                   3        41.3
No activity file was given, so power comes from the tool's default toggle rates.
