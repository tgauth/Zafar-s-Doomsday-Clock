--- design/flow/run.sh ---
#!/bin/bash
# OpenROAD 26Q1-2900-gdf79404cd8, Yosys 0.63+post, stock flow scripts
make -C /OpenROAD-flow-scripts/flow DESIGN_CONFIG=/design/flow/config.mk WORK_HOME=/design/flow/orfs finish
--- design/flow/config.mk ---
export PLATFORM = sky130hd
export DESIGN_NAME = functions
export DESIGN_NICKNAME = functions
export VERILOG_FILES = /design/flow/design.v
export SDC_FILE = /design/flow/constraint.sdc
export NUM_CORES = 4
export LEC_CHECK = 1
export CORE_UTILIZATION = 40
--- design/flow/constraint.sdc ---
current_design functions

set clk_period 4.5
set clk_io_pct 0.2

create_clock -name clk0 -period $clk_period [get_ports {clk}]

set non_clock_inputs [all_inputs -no_clocks]
set_input_delay [expr $clk_period * $clk_io_pct] -clock clk0 $non_clock_inputs
set_output_delay [expr $clk_period * $clk_io_pct] -clock clk0 [all_outputs]
--- design/flow/design.v ---
`timescale 1ns / 1ps
module ClockTracker(clk, rst, buttonsInput, mode, clock_bin);
	input clk;
	input rst;
	input [1:0] buttonsInput;
	input [1:0] mode;
	output reg [15:0] clock_bin;
	reg [5:0] seconds;
	wire [1:0] count;
	wire enable;
	assign enable = (mode != 1 & mode != 2);
	initial begin
		seconds = 6'b000000;
		clock_bin = 0;
	end
	always@(posedge clk) begin
		seconds = seconds + 1'b1;
		if(seconds >= 60) begin
			clock_bin = clock_bin + 1'b1;
			seconds = 0;
		end
		if(clock_bin[3:0] > 9) begin
			if(clock_bin[15:12] >= 2 && clock_bin[11:8] >= 4) begin
					clock_bin[3:0] = 0;
					clock_bin[7:4] = 0;
					clock_bin[11:8] = 0;
					clock_bin[15:12] = 0;
			end
			else if(clock_bin[7:4] >= 5) begin
				if(clock_bin[11:8] >= 9) begin
					clock_bin[3:0] = 0;
					clock_bin[7:4] = 0;
					clock_bin[11:8] = 0;
					clock_bin[15:12] = clock_bin[15:12] + 1'b1;
				end
				else begin
					clock_bin[3:0] = 0;
					clock_bin[7:4] = 0;
					clock_bin[11:8] = clock_bin[11:8] + 1'b1;
				end
			end
			else begin
				clock_bin[3:0] = 0;
				clock_bin[7:4] = clock_bin[7:4] + 1'b1;
			end
		end
			if(rst == 1) begin
				clock_bin = 16'b0000010000100000;
			end
	end
endmodule
`timescale 1ns / 1ps
module DownTimerTracker(clk, rst, dtimer_bin, buttonsInput, mode, alarm);
	input clk;
	input rst;
	input [1:0] buttonsInput;
	input [1:0] mode;
	output reg [15:0] dtimer_bin;
	output reg alarm;
	initial begin
		alarm = 2'b00;
		dtimer_bin = 16'b0000000000010000;
	end
	wire enable;
	assign enable = (mode == 2);
	always@(posedge clk) begin
		if(dtimer_bin[3:0] == 0) begin
			if(dtimer_bin[7:4] == 0) begin
				 if(dtimer_bin[11:8] == 0) begin
					  if(dtimer_bin[15:12] == 0) begin
							dtimer_bin = 0;
							alarm = 1;
					  end
					  else begin
						  dtimer_bin[15:12] = dtimer_bin[15:12] - 1'b1;
						  dtimer_bin[11:8] = 9;
						  dtimer_bin[7:4] = 5;
						  dtimer_bin[3:0] = 9;
					  end
				 end
				 else begin
					  dtimer_bin[11:8] = dtimer_bin[11:8] - 1'b1;
					  dtimer_bin[7:4] = 5;
					  dtimer_bin[3:0] = 9;
				 end
			end
			else begin
				dtimer_bin[7:4] = dtimer_bin[7:4] - 1'b1;
				dtimer_bin[3:0] = 9;
			end
		end
		else begin
			dtimer_bin[3:0] = dtimer_bin[3:0] - 1'b1;
		end
		if(rst==1) begin
			dtimer_bin = 16'b0000000000010000;
			alarm = 0;
		end
	end
endmodule
`timescale 1ns / 1ps
module functions(mode, clk, big_bin, rst, buttonsInput, alarm);
	input [1:0] mode;
	input clk;
	output reg [15:0] big_bin;
	input rst;
	input [1:0] buttonsInput;
	output alarm;
	wire [15:0] clock_bin;
	wire [15:0] utimer_bin;
	wire [15:0] dtimer_bin;
	initial begin
		big_bin = 16'b0000100101010000;
	end
	ClockTracker clockMode(.clk(clk),.rst(rst),.buttonsInput(buttonsInput),.mode(mode),.clock_bin(clock_bin));
	TimerTracker timerMode(.clk(clk),.rst(rst),.utimer_bin(utimer_bin),.buttonsInput(buttonsInput),.mode(mode));
	DownTimerTracker countdownMode(.clk(clk),.rst(rst),.dtimer_bin(dtimer_bin),.buttonsInput(buttonsInput),.mode(mode),.alarm(alarm));
	always@(posedge clk) begin
			case(mode) 
				default: 
				begin
					big_bin = clock_bin;
				end
				1: 
				begin
					big_bin = utimer_bin;
				end
				2: 
				begin
					big_bin = dtimer_bin;
				end
			endcase
	end
endmodule
`timescale 1ns / 1ps
module TimerTracker(clk, rst, utimer_bin, buttonsInput, mode);
	input clk;
	input rst;
	input [1:0] buttonsInput;
	input [1:0] mode;
	output reg [15:0] utimer_bin;
	wire [1:0] count;
	initial begin
		utimer_bin = 16'b0000010100000000;
	end
	wire enable;
	assign enable = (mode == 1);
	always@(posedge clk) begin
		utimer_bin = utimer_bin + 1'b1;
		if(utimer_bin[3:0] > 9) begin
			if(utimer_bin[15:12] >= 9) begin
					utimer_bin[3:0] = 0;
					utimer_bin[7:4] = 0;
					utimer_bin[11:8] = 0;
					utimer_bin[15:12] = 0;
			end
			else if(utimer_bin[7:4] >= 5) begin
				if(utimer_bin[11:8] >= 9) begin
					utimer_bin[3:0] = 0;
					utimer_bin[7:4] = 0;
					utimer_bin[11:8] = 0;
					utimer_bin[15:12] = utimer_bin[15:12] + 1'b1;
				end
				else begin
					utimer_bin[3:0] = 0;
					utimer_bin[7:4] = 0;
					utimer_bin[11:8] = utimer_bin[11:8] + 1'b1;
				end
			end
			else begin
				utimer_bin[3:0] = 0;
				utimer_bin[7:4] = utimer_bin[7:4] + 1'b1;
			end
		end
		if(rst == 1) begin
			utimer_bin = 16'b0000010100000000;
		end
	end
endmodule
==> Slide: Implementation Results <==
Physical Implementation Snapshot

Place
  • Dpl cell area: 4380 um2
  • Port bufs: 20
  • Detail Placement HPWL: 6.87 mm
  • Placer Congestion: 0.855

Yosys
  • Syn Area/Cell: 8.30 um2
  • Yosys reg bits: 71
  • Yosys cell count: 494
  • Seq share, synth: 0.347
  • Synth Instances: 494
  • Yosys warning tally: 4
  • Fraction of registers with async set/reset: 0
  • Mapped Area: 4100 um2
  • Most common reg cell: dfxtp_1
  • Cell Type Count: 68
  • Yosys stat chip area: 4100 um2
  • Post-synth EDFFs: 0

Final timing
  • Finish-stage setup viols: 0
  • Min Tclk post-route: 4.01 ns
  • Worst-Margin Slew: 0.871 ns
  • Max-slew headroom at the worst pin: 0.418
  • Fmax achieved: 249 MHz
  • Clk_skew: 0.0106 ns
  • Hold Vio Cnt, Final: 0
  • Final Max Slew Viols: 0
  • Final Cycle Share: 0.891
  • Setup TNS Final: 0 ns
  • RSZ-0062 raised after global routing: false

Clock network
  • Late-Pin Clk Latency: 0.34 ns
  • TritonCTS buffer count: 9
  • Worst-path clk slew: 0.08 ns
  • Maximum clock path buffer count: 2
  • Clock Tree Root: clkbuf_8
  • CTS tree: yes
  • CTS resizes: 0
  • Hold-fix buffer count after cts: 0
  • Htree depth: 3
  • Clock sinks: 71
  • Post-CTS setup buffers: 0

GRT
  • Maximum number of pins on one net before global-route repair: 33
  • GRT Total Usage: 0.185
  • Vias in the first global route: 3006
  • Grt total ovfl: 0
  • Initial antenna violation count: 0
  • Global-route wire length before repair: 15.0 mm

Run
  • Max Cap Violations: 0
  • Tool Warnings: 39

Status
  • Status: finished, final reports clean

Min path
  • Min-delay src: timerMode.utimer_bin[0]$_SDFF_PP0_
  • Hold Path Sink: timerMode.utimer_bin[0]$_SDFF_PP0_
  • HP Class: reg -> reg
  • Hold path depth: 1

Floorplanning
  • # IOs: 23
  • Floorplan utilization: 0.416
  • Die area: 10700 um2
  • Core area: 9860 um2
  • Chip height: 103 um
  • Row cnt: 36
  • Die width: 103 um

Final layout
  • Final Cell Area: 4570 um2
  • Post-layout util: 0.464
  • Fillcell total: 961
  • Combinational Area: 2460 um2
  • Share of cells above drive strength 1: 0.0685
  • FF/Latch Area: 1420 um2
  • Area grow syn2layout: 11.5%

Drt
  • Vias per cell: 5.43
  • 1st-iter DRT viols: 197
  • Diode count: 0
  • Drt pass-1 iters: 4
  • Remaining DRCs: 0
  • DRT antenna net count: 0
  • Vias: 3495
  • WL/cell: 14.5 um
  • Final WL: 9.33 mm

Pwr
  • Internal Power: 1.04 mW
  • P per Cell Area: 315 nW/um2
  • Gate power share: 0.161
  • Sw power: 0.404 mW
  • VDD IR-drop max: 0.166 mV
  • Leak pwr: 1.67 nW
  • Clk pwr share: 0.343
  • Sequential power share: 0.497
  • Sw Share: 0.280
  • Pwr Total: 1.44 mW

Worst setup path
  • Worst path cell trace: ha_1 > xnor2_1 > or4_1 > nor2_1 > xnor2_1 > inv_1 > ha_1 > nor2b_1 > a31oi_1 > a22o_1 > o21ai_1 > o32ai_1 > mux2_2
  • Worst path max stage delay: 0.77 ns
  • R2r endpoint: clockMode.clock_bin[15]$_SDFF_PP0_
  • RR Startpoint: clockMode.seconds[0]$_SDFF_PN0_
  • Crit path launch type: register
  • Worst setup EP type: register
  • Crit path arrival time: 4.24 ns
  • Reg2reg setup slack: 0.49 ns
  • Slowest CP cell: or4_1
  • Register-to-Register Path Depth: 13
  • Worst path required time: 4.73 ns
  • Crit Path Max Fanout: 8
  • Setup CP Type: reg -> reg
layer usage:
layer  part of all wire  global-route usage
met1               0.52               0.300
met2               0.43               0.276
met3              0.039              0.0239
met4             0.0084              0.0206
met5                  0                   0
Yosys cell counts (4+ instances only):
master	count	area share
or4_1	4	0.0073
a31oi_1	6	0.0092
a21oi_1	34	0.041
or3_1	5	0.0076
nor3_1	8	0.0098
nand2_1	49	0.045
nor4_1	5	0.0076
nand4_1	14	0.021
nor2_1	38	0.035
ha_1	23	0.070
nand2b_1	7	0.011
xor2_1	12	0.026
a221oi_1	4	0.0085
clkbuf_1	17	0.016
o21ai_0	28	0.034
a22oi_1	15	0.027
o32ai_1	4	0.0085
dfxtp_1	71	0.35
inv_1	26	0.024
o31ai_1	6	0.011
nand3_1	18	0.022
and4_1	5	0.011
mux2i_1	5	0.012
xnor2_1	19	0.041
and3_1	11	0.017
cell families after synthesis:
family,Yosys count,share of synthesized area
buffers and inverters,49,0.0528
xor gates and xnor gates,31,0.0662
adders and majority gates,23,0.0702
and+or+nand+nor,191,0.251
muxes,6,0.0149
DFF,71,0.347
AOI/OAI and AO/OA,123,0.198
worst max-delay path, delay by kind of cell (launching register included):
kind,cells,cell delay (ns)
AOI/OAI and AO/OA,4,0.99
buffers and inverters,1,0.14
muxes,1,0.29
and+or+nand+nor,3,1.14
xor gates and xnor gates,2,0.41
adders and majority gates,2,0.50
DFF,1,0.42
per-stage QoR:
step | hold slack [ns] | worst slack, ns | std cells
5_1_grt | 0.501 | 0.261 | 644
2_1_floorplan | 0.413 | 1.02 | 494
4_1_cts | 0.482 | 0.531 | 644
3_5_place_dp | 0.464 | 0.558 | 628
3_3_place_gp | 0.462 | 0.626 | 628
6_report | 0.483 | 0.492 | 644
placed cells by master, fill, tap and decap left out, types with 5 or more instances in the layout:
cell,count
nor2_1,38
o21ai_0,28
o31ai_1,6
a31oi_1,6
or3_1,5
ha_1,23
mux2i_1,5
nand2b_1,7
clkdlybuf4s50_1,20
xor2_1,12
a21oi_1,34
nand2_1,49
and3_1,11
xnor2_1,19
nand4_1,14
inv_1,26
nand3_1,18
clkbuf_8,13
and4_1,5
dfxtp_1,71
nor4_1,5
a22oi_1,15
nor3_1,8
flip-flops by register name (all words and copies together) (netlist names):
name	cells
big_bin	16
clockMode.clock_bin	16
countdownMode.dtimer_bin	16
timerMode.utimer_bin	16
clockMode.seconds	6
countdownMode.alarm	1
how the worst max path moves through the flow:
stage | from | slack [ns] | to | cells past startpoint
final | clockMode.seconds[0]$_SDFF_PN0_ | 0.49 | clockMode.clock_bin[15]$_SDFF_PP0_ | 13
after global routing | clockMode.seconds[0]$_SDFF_PN0_ | 0.26 | clockMode.clock_bin[15]$_SDFF_PP0_ | 13
after CTS | clockMode.seconds[0]$_SDFF_PN0_ | 0.53 | clockMode.clock_bin[15]$_SDFF_PP0_ | 13
power groups by stage:
stage | clock network [mW] | registers, mW | logic [mW]
finish | 0.493 | 0.715 | 0.231
global route | 0.535 | 0.723 | 0.263
CTS | 0.506 | 0.715 | 0.232
final cells by class:
cell class                      instances  share of cell area
Clock inverter                          2             0.00274
Clock buffer                           14              0.0399
Timing Repair Buffer                   24              0.0503
Sequential cell                        71               0.311
Multi-Input combinational cell        374               0.539
Tap cell                              133              0.0364
Inverter                               26              0.0213
Power figures rest on the tool's default switching activity, not on a simulated workload.
